--- flow/config.mk ---
export PLATFORM = sky130hd
export DESIGN_NAME = DECODER
export DESIGN_NICKNAME = DECODER
export VERILOG_FILES = /design/flow/design.v
export SDC_FILE = /design/flow/constraint.sdc
export NUM_CORES = 4
export LEC_CHECK = 1
export CORE_AREA = 10 10 70 70
export DIE_AREA = 0 0 80 80
--- flow/constraint.sdc ---
current_design DECODER

set clk_period 2.2
set clk_io_pct 0.2

create_clock -name clk0 -period $clk_period

set non_clock_inputs [all_inputs -no_clocks]
set_input_delay [expr $clk_period * $clk_io_pct] -clock clk0 $non_clock_inputs
set_output_delay [expr $clk_period * $clk_io_pct] -clock clk0 [all_outputs]
--- flow/design.v ---
module DECODER(
    input logic [6:0]  OPCODE,
    input logic        FUNCT7_5,
    input logic [6:0]  FUNCT7,
    input logic [2:0]  FUNCT3,
    input logic [1:0]  IADDER_OUT_1_TO_0,
    input logic        TRAP_TAKEN,
    output logic [4:0] ALU_OPCODE,
    output logic [2:0] ALU_M_OPCODE,
    output logic       ALU_M_INST,          
    output logic       MEM_WR_REQ,
    output logic [1:0] LOAD_SIZE,
    output logic       LOAD_UNSIGNED,
    output logic [1:0] LOAD_STORE,
    output logic       ALU_SRC,
    output logic       IADDER_SRC,
    output logic       CSR_WR_EN,
    output logic       RD_INST,
    output logic [2:0] WB_MUX_SEL,
    output logic [2:0] IMM_TYPE,
    output logic [2:0] CSR_OP,
    output logic       ILLEGAL_INSTR,
    output logic       MISALIGNED_LOAD,
    output logic       MISALIGNED_STORE,
    output logic [2:0] CONT_TRA_INST
    );
    logic is_branch;
    logic is_jal;
    logic is_jalr;
    logic is_auipc;
    logic is_lui;
    logic is_load;
    logic is_store;
    logic is_system;
    logic is_csr;
    logic is_op;
    logic is_op_imm;
    logic is_misc_mem;
    logic is_addi;
    logic is_slti;
    logic is_sltiu;
    logic is_andi;
    logic is_ori;
    logic is_xori;
    logic is_addiw;
    logic is_implemented_instr;
    logic is_mul;
    logic is_mulh;
    logic is_mulhsu;
    logic is_mulhu;
    logic is_div;
    logic is_divu;
    logic is_rem;
    logic is_remu;
    logic mal_word;
    logic mal_half;
    logic misaligned;
    assign LOAD_SIZE[0]  = FUNCT3[0];
    assign LOAD_SIZE[1]  = FUNCT3[1];
    assign LOAD_UNSIGNED = FUNCT3[2];
    assign ALU_SRC   = OPCODE[5];
    assign is_branch = OPCODE[6] & OPCODE[5] & ~OPCODE[4] & ~OPCODE[3] & ~OPCODE[2];  
    assign is_jal    = OPCODE[6] & OPCODE[5] & ~OPCODE[4] & OPCODE[3] & OPCODE[2];
    assign is_jalr   = OPCODE[6] & OPCODE[5] & ~OPCODE[4] & ~OPCODE[3] & OPCODE[2];
    assign is_auipc  = ~OPCODE[6] & ~OPCODE[5] & OPCODE[4] & ~OPCODE[3] & OPCODE[2];
    assign is_lui    = ~OPCODE[6] & OPCODE[5] & OPCODE[4] & ~OPCODE[3] & OPCODE[2];
    assign is_op     = ~OPCODE[6] & OPCODE[5] & OPCODE[4] & ~OPCODE[3] & ~OPCODE[2];
    assign is_op_imm = ~OPCODE[6] & ~OPCODE[5] & OPCODE[4] & ~OPCODE[3] & ~OPCODE[2];
    assign is_addi   = is_op_imm & ~FUNCT3[2] & ~FUNCT3[1] & ~FUNCT3[0]; 
    assign is_slti   = is_op_imm & ~FUNCT3[2] & FUNCT3[1] & ~FUNCT3[0];
    assign is_sltiu  = is_op_imm & ~FUNCT3[2] & FUNCT3[1] & FUNCT3[0];
    assign is_andi   = is_op_imm & FUNCT3[2] & FUNCT3[1] & FUNCT3[0];
    assign is_ori    = is_op_imm & FUNCT3[2] & FUNCT3[1] & ~FUNCT3[0];
    assign is_xori   = is_op_imm & FUNCT3[2] & ~FUNCT3[1] & ~FUNCT3[0];
    assign is_load   = ~OPCODE[6] & ~OPCODE[5] & ~OPCODE[4] & ~OPCODE[3] & ~OPCODE[2];
    assign is_store  = ~OPCODE[6] & OPCODE[5] & ~OPCODE[4] & ~OPCODE[3] & ~OPCODE[2];
    assign is_system = OPCODE[6] & OPCODE[5] & OPCODE[4] & ~OPCODE[3] & ~OPCODE[2];
    assign is_misc_mem = ~OPCODE[6] & ~OPCODE[5] & ~OPCODE[4] & OPCODE[3] & OPCODE[2];
    assign is_csr    = is_system & (FUNCT3[2] | FUNCT3[1] | FUNCT3[0]);
    assign is_m_extension = FUNCT7[0] & ~OPCODE[6] & OPCODE[5] & OPCODE[4] & ~OPCODE[3] & ~OPCODE[2]; 
    assign is_mul     = ~FUNCT3[2] & ~FUNCT3[1] & ~FUNCT3[0] & is_m_extension;
    assign is_mulh    = ~FUNCT3[2] & ~FUNCT3[1] &  FUNCT3[0] & is_m_extension;
    assign is_mulhsu  = ~FUNCT3[2] &  FUNCT3[1] & ~FUNCT3[0] & is_m_extension;
    assign is_mulhu   = ~FUNCT3[2] &  FUNCT3[1] &  FUNCT3[0] & is_m_extension;
    assign is_div     =  FUNCT3[2] & ~FUNCT3[1] & ~FUNCT3[0] & is_m_extension;
    assign is_divu    =  FUNCT3[2] & ~FUNCT3[1] &  FUNCT3[0] & is_m_extension;
    assign is_rem     =  FUNCT3[2] &  FUNCT3[1] & ~FUNCT3[0] & is_m_extension;
    assign is_remu    =  FUNCT3[2] &  FUNCT3[1] &  FUNCT3[0] & is_m_extension; 
    assign ALU_M_OPCODE = FUNCT3;
    assign IADDER_SRC = is_load | is_store | is_jalr;
    assign RD_INST    = is_lui  | is_auipc | is_jalr | is_jal | is_op | is_load | is_csr | is_op_imm | is_m_extension;
    assign LOAD_STORE[0] = is_store;
    assign LOAD_STORE[1] = is_load;
    assign ALU_OPCODE[2:0] = |LOAD_STORE ? 2'b000 : FUNCT3;
    assign ALU_OPCODE[3]   = |LOAD_STORE ? 1'b0   : FUNCT7_5 & ~(is_addi | is_slti | is_sltiu | is_andi | is_ori | is_xori);
    assign ALU_OPCODE[4]   = is_branch;
    assign ALU_M_INST = is_m_extension;
    assign CONT_TRA_INST[0] = is_branch;
    assign CONT_TRA_INST[1] = is_jal;
    assign CONT_TRA_INST[2] = is_jalr;
    assign CSR_WR_EN = is_csr;
    assign WB_MUX_SEL[0] = is_load | is_auipc | is_jal | is_jalr;
    assign WB_MUX_SEL[1] = is_lui | is_auipc;
    assign WB_MUX_SEL[2] = is_csr | is_jal | is_jalr;
    assign IMM_TYPE[0] = is_op_imm | is_load | is_jalr | is_branch | is_jal;
    assign IMM_TYPE[1] = is_store | is_branch | is_csr;
    assign IMM_TYPE[2] = is_lui | is_auipc | is_jal | is_csr;
    assign CSR_OP = FUNCT3;
    assign is_implemented_instr = is_op | is_op_imm | is_branch | is_jal | is_jalr | is_auipc | is_lui | is_system | is_misc_mem | is_load | is_store;
    assign ILLEGAL_INSTR = (OPCODE[1:0] !== 2'b11);  
    assign mal_word = FUNCT3[1] & ~FUNCT3[0] & (IADDER_OUT_1_TO_0[1] | IADDER_OUT_1_TO_0[0]);
    assign mal_half = ~FUNCT3[1] & FUNCT3[0] & IADDER_OUT_1_TO_0[0];
    assign misaligned = mal_word | mal_half;
    assign MISALIGNED_STORE = is_store & misaligned;
    assign MISALIGNED_LOAD = is_load & misaligned;
    assign MEM_WR_REQ = is_store & ~misaligned & ~TRAP_TAKEN;
endmodule
--- flow/run.sh ---
#!/bin/bash
# OpenROAD 26Q1-2900-gdf79404cd8, Yosys 0.63+post, stock flow scripts
make -C /OpenROAD-flow-scripts/flow DESIGN_CONFIG=/design/flow/config.mk WORK_HOME=/design/flow/orfs finish
==> flow_summary.json <==
{
  "irDropWorstVdd_uv": 59.60,
  "vias": 654,
  "die_h_um": 80,
  "rows": 21,
  "status": "completed",
  "warnings": 38,
  "pwr_density_cell_nw_per_um2": 143.1,
  "drv_cap": 0,
  "max_freq_ghz": 0.4690,
  "p_leak_nw": 0.4631,
  "ys_seq_share_pct": 0,
  "drc": 0,
  "m1WireLength_um": 929,
  "rsz0062_at_grt": "no",
  "synth-area-yosys_sq_um": 493.0,
  "postLayoutCellArea_sq_um": 1050,
  "topCellsByArea": "buf_4 (26%), nor2_1 (5.3%), and2b_2 (5.3%), buf_6 (4.6%), nor4_4 (4.3%)",
  "netlist-cell-type-count": 30,
  "endpoint_kind": "output port",
  "syn_avg_cell_area_sq_um": 6.753,
  "critPathKind": "input pin to output port",
  "syn_inst": 73,
  "antennaDiodeCount": 0,
  "yosys.cell_count.top_type": "buf_4",
  "final.period_utilization_pct": 96.93,
  "io_buffers": 49,
  "grt.overflow.total": 0,
  "crit_chain": "buf_2 > buf_6 > nor4_4 > buf_4 > or2_2 > clkdlybuf4s50_1",
  "required_ns": 1.76,
  "tightest_slew_ns": 0.2994,
  "drt_iter0_markers": 8,
  "hold_viol": 0,
  "syn_to_final_growth_pct": 112.9,
  "finalMaxSlewViolations": 0,
  "common_cells": "buf_4 (17), nor2_1 (7), nand2_1 (5)",
  "cp-start-kind": "input pin",
  "dp_hpwl_um": 1777,
  "gp_congestion": 0.8086,
  "p_sw_share_pct": 37.76,
  "yosys_cells": 73,
  "die_w_um": 80,
  "drt_first_pass_iters": 4,
  "nClkBuffers": 0,
  "wl_met2_um": 981,
  "finalPower_mw": 0.1502,
  "critPathSlowestCell": "clkdlybuf4s50_1",
  "wirelength_um": 2099,
  "hold_class": "input pin to output port",
  "seqPwrFrac_pct": 0,
  "crit_arrival_ns": 1.69,
  "top_area_share_pct": 25.89,
  "drive_above_1_share_pct": 38.33,
  "dp_cells": 163,
  "slew_headroom_pct": 79.89,
  "switching_power_mw": 0.05672,
  "wl_met3_um": 188,
  "grt_max_degree": 8,
  "period_minus_slack_ns": 2.132,
  "initial_utilization_pct": 14.43,
  "seq_area_sq_um": 0,
  "synth_area_leader_cell": "buf_4",
  "pin_count": 55,
  "wl_per_cell_um": 12.64,
  "place_area_sq_um": 1001,
  "synth_area_sq_um": 493.0,
  "ff_count": 0,
  "worstPathMaxFanout": 5,
  "grt_pass1_wl_um": 3256,
  "whs_ns": 1.350,
  "top_layer": "met3",
  "postRouteAntennaNets": 0,
  "fin_cells": 166,
  "cpPeakStageDelay_ns": 0.45,
  "clkPwrFrac_pct": 0,
  "antenna_found_initial": 0,
  "combPwrFrac_pct": 100.0,
  "ys_warn_count": 1,
  "grt_pass1_vias": 649,
  "finalSetupViolCount": 0,
  "hold_depth": 3,
  "grt_usage_pct": 6.142,
  "drt-vias-per-instance": 3.940,
  "p_int_mw": 0.09349,
  "core_sq_um": 3416,
  "dieArea_sq_um": 6400
}
## placed cells by master, fill, tap and decap left out
cell	instances
o21ai_0	3
clkdlybuf4s50_1	30
nor3b_2	1
nor2_1	5
nor4_2	1
nor2_4	1
dlygate4sd2_1	11
and3b_2	1
a21o_1	2
nand2_1	4
nand3_1	2
buf_2	6
or2_2	1
a2bb2oi_2	1
nor2_2	1
or3_1	2
buf_4	17
and3_2	1
o211ai_1	1
o21ai_1	1
buf_6	2
nor2b_1	1
dlymetal6s2s_1	1
nor4_4	3
nand4_1	1
nor3_1	2
nand2b_1	2
nor3_2	2
and2b_2	3
clkdlybuf4s15_2	1
or2b_2	1
inv_1	1
nand2_2	2
a21boi_0	1
nor4b_1	1
a21oi_1	3
a22o_2	1
## power groups by stage
stage / combinational [mW] / clock (mW) / sequential (mW)
finish: 0.150 / 0 / 0
global route: 0.164 / 0 / 0
CTS: 0.153 / 0 / 0
## kinds of logic (layout without fill, tap and decap cells)
group / Yosys count / count (layout) / synth area share (%)
and+or+nand+nor: 38 / 38 / 49.75
buffers and inverters: 22 / 69 / 33.25
AOI/OAI and AO/OA: 13 / 13 / 17.00
## worst paths after layout
kind  startpoint       endpoint  slack, ns
min    FUNCT3[1]  ALU_OPCODE[1]       1.35
max    OPCODE[3]     IADDER_SRC       0.07
## per-layer routing
layer / vias to the layer above / GRT usage, %
li1: 335 / -
met1: 286 / 8.174
met2: 33 / 10.51
met3: 0 / 1.250
met4: 0 / 0
met5: - / 0
## cell type report
type / count / area [sq um]
inverter: 1 / 3.754
tap: 46 / 57.56
timing repair buffer: 68 / 600.6
multi-input combinational: 51 / 387.9
fill: 380 / 2366
## what timing repair did
item | 4_1_cts | 5_1_grt
gates resized | 51 | 4
hold buffers | 0 | 0
gates cloned | 1 | 0
endpoints found under the setup margin | 23 | 5
pin swaps | 4 | 2
setup buffers | 2 | 0
## worst max-delay path: cells and delay by family
| family | cells | cell delay [ns] |
|---|---|---|
| buffers and inverters | 4 | 0.88 |
| and+or+nand+nor | 2 | 0.37 |
## per-stage QoR
stage	setup TNS [ns]	utilization (%)	worst slack [ns]
after floorplan	0	-	0.6314
after global placement	-7.707	29.30	-0.4684
after detailed placement	-7.991	29.30	-0.4790
after CTS	0	30.59	0.008562
after global routing	0	30.73	0.003267
final	0	30.73	0.06758
Power figures rest on the tool's default switching activity, not on a simulated workload.
